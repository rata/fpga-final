==> design/flow/design.v <==
module disp_mux
   (
    input wire clk, reset,
    input [7:0] in3, in2, in1, in0,
    output reg [3:0] an,    
    output reg [7:0] sseg   
   );
   localparam N = 18;
   reg [N-1:0] q_reg;
   wire [N-1:0] q_next;
   always @(posedge clk,  posedge reset)
      if (reset)
         q_reg <= 0;
      else
         q_reg <= q_next;
   assign q_next = q_reg + 1'b1;
   always @*
      case (q_reg[N-1:N-2])
         2'b00:
            begin
               an = 4'b1110;
               sseg = in0;
            end
         2'b01:
            begin
               an =  4'b1101;
               sseg = in1;
            end
         2'b10:
            begin
               an =  4'b1011;
               sseg = in2;
            end
         default:
            begin
               an =  4'b0111;
               sseg = in3;
            end
       endcase
endmodule
==> design/flow/run.sh <==
#!/bin/bash
# OpenROAD 26Q1-2900-gdf79404cd8, Yosys 0.63+post, stock flow scripts
make -C /OpenROAD-flow-scripts/flow DESIGN_CONFIG=/design/flow/config.mk WORK_HOME=/design/flow/orfs finish
==> design/flow/config.mk <==
export PLATFORM = sky130hd
export DESIGN_NAME = disp_mux
export DESIGN_NICKNAME = disp_mux
export VERILOG_FILES = /design/flow/design.v
export SDC_FILE = /design/flow/constraint.sdc
export NUM_CORES = 4
export LEC_CHECK = 1
export CORE_AREA = 10 10 107 107
export DIE_AREA = 0 0 117 117
==> design/flow/constraint.sdc <==
current_design disp_mux

set clk_period 3.2
set clk_io_pct 0.2

create_clock -name clk0 -period $clk_period [get_ports {clk}]

set non_clock_inputs [all_inputs -no_clocks]
set_input_delay [expr $clk_period * $clk_io_pct] -clock clk0 $non_clock_inputs
set_output_delay [expr $clk_period * $clk_io_pct] -clock clk0 [all_outputs]
==> results.toml <==
# flow metrics
[global_route]
gr-total-overflow = 0
grt_pass1_wl_um = 3877
grt_pass1_vias = 804
grt_max_degree = 19
antenna_found_initial = 0
track_usage_pct = 3.435

[place]
io_buffers = 45
dp_hpwl_um = 2018
placed_area_um2 = 1559
place.gp.congestion = 0.7515

[detailed_routing]
viasPerCell = 3.257
drtAntennaViolNets = 0
drtIter0Drc = 35
firstDrtPassIters = 2
vias = 772
routed_wirelength_um = 2429
antennaDiodeCount = 0
drc_errors = 0
wl_per_cell_um = 10.25

[run_status]
status = "finished, final reports clean"

[synthesis]
synthAoiAreaFrac_pct = 0
top_cells_by_count = "18 x dfrtp_1, 8 x mux4_2, 8 x nand2_1, 8 x xnor2_1, 8 x xor2_1"
synth_seq_share_pct = 45.80
area_leaders = "dfrtp_1 46%, mux4_2 18%, xnor2_1 7.1%"
yosys_cells = 80
fa_ha_area_share_pct = 1.272
mux_share_pct = 18.32
numSynthFlops = 18
ys_top_logic_family = "multiplexers"
synth_top_area_share_pct = 45.80
ys.flop_type = "dfrtp_1"
synthArstFlopShare_pct = 100.0
ys_types = 20
avgSynthCellArea_um2 = 12.29
yosys_warnings = 1
yosysTopAreaCell = "dfrtp_1"
synthesis.area_um2 = 983.4
most_common_cell = "dfrtp_1"
simple_gate_share_pct = 18.19
edf_count = 0
synthXorXnorAreaFrac_pct = 14.25
ys_chip_area_um2 = 983.4
syn_inst = 80

[setup_path]
cp.required_ps = 2560
cp.arrival_ps = 2050
cp_max_fo = 14
reg2reg_depth = 5
crit_path_top_delay_cell = "dfrtp_1"
crit_chain = "mux4_2 -> clkdlybuf4s50_1"
path_class = "flip-flop to output pin"
crit_path_end_kind = "output pin"
cp-start-kind = "flip-flop"
cpPeakStageDelay_ps = 780

[power]
peakVddDrop_v = 0.0001334
power_density_nw_per_um2 = 290.7
leakage_nw = 0.6180

[cells_and_area]
largest_reg_flops = 18
drive_gt1_share_pct = 14.29
postLayoutCoreUtil_pct = 17.55
syn_to_final_growth_pct = 64.12
fin_area_um2 = 1614

[worst_hold_path]
hp-class = "flip-flop to flip-flop"
whs_path_depth = 1

[final_timing]
slew-limit-headroom_pct = 54.49
worst_pin_slew_ps = 681.9
fin_setup_tns_ps = 0
fmax_mhz = 372.1
fin_skew_ps = 5.413
layout_min_cycle_time_ps = 2687
finalClockPeriodUsage_pct = 83.98
maxSlewViolCount = 0
finalSetupViolations = 0
grt_setup_unrepaired = "false"
hold_viol = 0

[floorplanning]
floorplan.core_util_pct = 10.69
die_h_um = 117
chip_area_um2 = 13690
io_pins = 46
coreArea_um2 = 9196
die_x_um = 117
rows = 35

[run]
log.warning_count = 25
cap_violations = 0

[clock_tree]
clock.latency.late_pin_ps = 250
clkTransAtPathRegs_ps = 70
hold_buffers = 0
htree_levels = 1
cts_setup_buffers = 0
numCtsBuffers = 3
ctsResizeCount = 0
cts_tree = "done"
clockBufferDepth = 2
clockRootBuffer = "clkbuf_8"
numClockSinks = 18
-- power breakdown --
| group | internal [mW] | total [mW] | switching, mW |
|---|---|---|---|
| clock network | 0.109 | 0.181 | 0.0720 |
| registers | 0.227 | 0.227 | 0 |
| logic | 0.0494 | 0.0606 | 0.0112 |
-- placed cells by master (no fill, tap or decap), types with 3 or more instances in the layout --
master,instances
xor2_1,8
clkbuf_8,4
xnor2_1,8
nand4_1,3
clkdlybuf4s50_1,45
nand2_1,8
nand3_1,6
nor2_1,4
dfrtp_1,18
mux4_2,8
-- routing by layer --
| layer | global-route usage (%) | share of wire (%) |
|---|---|---|
| met2 | 5.399 | 45 |
| met5 | 0 | 0 |
| met3 | 1.548 | 14 |
| met1 | 4.523 | 42 |
| met4 | 0.08237 | 0 |
-- worst max-delay path: cells and delay by family, from the launching register on --
kind,cells,cell delay (ps)
buffers and inverters,1,420
DFF,1,780
muxes,1,590
-- per-stage QoR --
stage / setup WS, ps / hold WS [ps] / instances / power, mW
after floorplan: 1376 / 441.7 / 80 / 0.2419
after global placement: 594.4 / 471.1 / 233 / 0.2934
after detailed placement: 611.7 / 475.9 / 233 / 0.2936
after CTS: 470.9 / 484.9 / 237 / 0.4780
after global routing: 362.5 / 497.9 / 237 / 0.4914
final: 512.6 / 486.3 / 237 / 0.4693
-- layout make-up --
class                      count  area [um^2]
inverter                       2        7.507
timing repair buffer          45        450.4
sequential                    18        450.4
tap                          111        138.9
fill                        1006         7582
multi-input combinational     57        511.7
clock buffer                   4        55.05
-- kinds of logic (layout without fill, tap and decap cells) --
kind of cell | count (synthesis) | count (layout)
multiplexers | 8 | 8
AND/OR/NAND/NOR | 32 | 32
buffers and inverters | 5 | 51
adder cells (fa/ha/maj) | 1 | 1
flip-flops | 18 | 18
XOR/XNOR | 16 | 16
-- path summary, 6_finish.rpt --
kind | from | to | slack, ps
setup / recovery | q_reg[16]$_DFF_PP0_ | sseg[4] | 510
hold / removal | q_reg[11]$_DFF_PP0_ | q_reg[11]$_DFF_PP0_ | 490
setup reg to reg | q_reg[0]$_DFF_PP0_ | q_reg[14]$_DFF_PP0_ | 1680
hold reg to reg | q_reg[11]$_DFF_PP0_ | q_reg[11]$_DFF_PP0_ | 490
max in group asynchronous | reset | q_reg[8]$_DFF_PP0_ | 1940
min in group asynchronous | reset | q_reg[9]$_DFF_PP0_ | 820
Power figures rest on the tool's default switching activity, not on a simulated workload.
