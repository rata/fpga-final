--- design/flow/run.sh ---
#!/bin/bash
# OpenROAD 26Q1-2900-gdf79404cd8, Yosys 0.63+post, stock flow scripts
make -C /OpenROAD-flow-scripts/flow DESIGN_CONFIG=/design/flow/config.mk WORK_HOME=/design/flow/orfs finish
--- design/flow/config.mk ---
export PLATFORM = sky130hd
export DESIGN_NAME = debounce
export DESIGN_NICKNAME = debounce
export VERILOG_FILES = /design/flow/design.v
export SDC_FILE = /design/flow/constraint.sdc
export NUM_CORES = 4
export LEC_CHECK = 1
export CORE_UTILIZATION = 30
--- design/flow/constraint.sdc ---
current_design debounce

set clk_period 5.8
set clk_io_pct 0.2

create_clock -name clk0 -period $clk_period [get_ports {clk}]

set non_clock_inputs [all_inputs -no_clocks]
set_input_delay [expr $clk_period * $clk_io_pct] -clock clk0 $non_clock_inputs
set_output_delay [expr $clk_period * $clk_io_pct] -clock clk0 [all_outputs]
--- design/flow/design.v ---
module debounce
   (
    input wire clk, reset,
    input wire sw,
    output reg db_level, db_tick
   );
   localparam  [1:0]
               zero  = 2'b00,
               wait0 = 2'b01,
               one   = 2'b10,
               wait1 = 2'b11;
   localparam N=21;
   reg [N-1:0] q_reg, q_next;
   reg [1:0] state_reg, state_next;
    always @(posedge clk, posedge reset)
       if (reset)
          begin
             state_reg <= zero;
             q_reg <= 0;
          end
       else
          begin
             state_reg <= state_next;
             q_reg <= q_next;
          end
   always @*
   begin
      state_next = state_reg;    
      q_next = q_reg;            
      db_tick = 1'b0;            
      case (state_reg)
         zero:
            begin
               db_level = 1'b0;
               if (sw)
                  begin
                     state_next = wait1;
                     q_next = {N{1'b1}};  
                  end
            end
         wait1:
            begin
               db_level = 1'b0;
               if (sw)
                  begin
                     q_next = q_reg - 1;
                     if (q_next==0)
                        begin
                           state_next = one;
                           db_tick = 1'b1;
                        end
                  end
               else  
                  state_next = zero;
            end
         one:
            begin
               db_level = 1'b1;
               if (~sw)
                  begin
                     state_next = wait0;
                     q_next = {N{1'b1}};  
                  end
            end
         wait0:
            begin
               db_level = 1'b1;
               if (~sw)
                  begin
                     q_next = q_reg - 1;
                     if (q_next==0)
                        state_next = zero;
                  end
               else  
                  state_next = one;
            end
         default: state_next = zero;
      endcase
   end
endmodule
==> flow_summary.ini <==
; implementation run metrics
[status]
status = finished, final reports clean

[placed_design]
place_area_um2 = 1660
dpl.hpwl_um = 2230
place.gp.congestion = 0.863
port_buffers = 4
dp_cells = 244

[synthesis]
syn_inst = 181
avgSynthCellArea_um2 = 8.68
ys_types = 44
postSynth.asyncResetShare = 1.00
ys_seq_share = 0.399
yosysWarnings = 1
ff_type = dfrtp_1
ys_cells = 181
synth_area_um2 = 1570
synth_flops = 25
edf_count = 0
yosys-stat-area_um2 = 1570

[pwr]
power_density_nw_per_um2 = 197
power.share.sequential = 0.574
p_sw_frac = 0.279
ir_worst_vdd_mv = 0.142
p_sw_mw = 0.0938
p_int_mw = 0.242
cellLeakagePower_nw = 0.550
p_clk_frac = 0.317
combPwrFrac = 0.109

[setup_path]
path_delay_family = simple AND/OR/NAND/NOR gates
crit_slowest_cell = nor3b_1
r2r_start = q_reg[1]
critical_path.cell_chain = inv_1, ha_1, nor3b_1, nand4_1, nor2_1, xor2_1, nor4b_1, clkdlybuf4s50_1
critPathCaptureType = primary output
r2r_slack_ns = 3.15
startpoint_type = register
r2r_cells = 7
critical_path_peak_fanout = 7
timing.rr.end = state_reg[1]
path_class = reg -> out
cpPeakStageDelay_ns = 0.60
cp.required_ns = 4.64
cp_num_buf_inv = 2
cp.arrival_ns = 3.23

[cells_and_area]
stdcell_count = 248
final-comb-area_um2 = 880
regArea_um2 = 627
largest_register_ffs = 21
stdcell_area_um2 = 1710
fillers = 517
area_growth_pct = 8.60
utilization = 0.350
drive_gt1_frac = 0.0884

[sta]
timing.fmax_mhz = 228
setup-tns-final_ns = 0
fin_crit_sh = 0.756
finalCriticalPeriod_ns = 4.39
final-hold-violation-count = 0
slew_violations = 0
rsz0062_at_grt = no
setup_viol = 0
finClkSkew_ns = 0.00999
worst_pin_slew_ns = 0.827
max_slew_margin = 0.446

[clock_tree]
clk_pin_slew_ns = 0.10
clockBufferDepth = 2
tritoncts = yes
cts_resized = 0
hold_buffers = 0
htreeDepth = 1
clk_latency_ns = 0.27
cts-root-buf = clkbuf_8
cts_sinks = 25
cts_made_buffers = 3
postCtsSetupBuffers = 0

[detailed_routing]
first_pass_iters = 4
drc = 0
drt_iter0_drc = 78
finalWirelength_um = 3320
wire_per_inst_um = 13.4
viasPerCell = 5.27
ant_nets = 0
antennaDiodeCount = 0
vias = 1308

[global_route]
grt_usage = 0.140
grt_pass1_vias = 1225
grt_overflow = 0
grt_util_met2 = 0.218
use_met1 = 0.216
grt_max_degree = 26
antenna_found_initial = 0
busiest_layer = met2
met3_usage = 0.0275
grt_pass1_wl_um = 5870

[run]
warnings = 26
maxCapViolCount = 0

[floorplanning]
die_w_um = 74.4
ios = 5
die_y_um = 74.4
die-area_um2 = 5530
coreArea_um2 = 4880
fp_util = 0.322
rows = 25

[min_path]
hold_path_startpoint = q_reg[17]
hold_path.class = reg -> reg
min_to = q_reg[17]
hold_path_depth = 1
[final cells by class]
type	count	share of cell area
clock inverter	1	0.00293
sequential	25	0.367
multi-input combinational	141	0.515
inverter	6	0.0132
timing repair buffer	5	0.0279
clock buffer	3	0.0242
tap	67	0.0491
[kinds of logic (layout without fill, tap and decap cells)]
| family | after synthesis | in the layout | share of synthesized area |
|---|---|---|---|
| compound gates | 54 | 54 | 0.214 |
| flops | 25 | 25 | 0.399 |
| xor+xnor | 6 | 6 | 0.0334 |
| fa+ha+maj | 2 | 2 | 0.0159 |
| buf+inv | 15 | 15 | 0.0414 |
| simple gates | 79 | 79 | 0.296 |
[metrics by stage]
stage	hold slack, ns	total power [mW]	setup slack [ns]
after floorplan	0.472	0.224	2.65
after global placement	0.512	0.233	1.85
after detailed placement	0.517	0.233	1.70
after CTS	0.531	0.341	1.39
after global routing	0.565	0.356	1.06
final	0.526	0.336	1.41
[Yosys cell counts, drive strengths merged (2+ instances only)]
library cell  count  area, µm²
nand2b            2       12.5
clkbuf            7       26.3
or3               4       25.0
or4               3       26.3
nor3              9       45.0
o21ai            19       95.1
nor2b             2       12.5
nand3             2       10.0
xor2              4       35.0
ha                2       25.0
nor2             23       86.3
a21oi            17       85.1
a32o              2       20.0
o31a              2       17.5
nor4              7       80.1
o41ai             2       17.5
nand3b            2       15.0
nand4             5       46.3
inv               6       22.5
or2               3       18.8
xnor2             2       17.5
nor4b             2       17.5
a31oi             2       12.5
nor3b             2       15.0
dfrtp            24        601
buf               2       16.3
nand2            12       45.0
[cells in the final DEF, fill, tap and decap left out, types with 2 or more instances in the layout]
master / n
a21oi_1: 17
ha_1: 2
nor4_1: 4
nand4_1: 4
or2_2: 3
inv_1: 6
o41ai_1: 2
nor2_1: 23
a32o_1: 2
a31oi_1: 2
or4_1: 2
nor4b_1: 2
nand2_1: 12
nand3_1: 2
xor2_1: 4
or3_1: 4
clkbuf_8: 3
nand2b_1: 2
dfrtp_1: 24
o21ai_0: 19
nand3b_1: 2
xnor2_1: 2
o31a_1: 2
clkdlybuf4s50_1: 4
nor3_1: 9
nor2b_1: 2
nor4_4: 2
nor3b_1: 2
[power by group through the flow]
stage / combinational (mW) / sequential, mW / clock, mW
CTS: 0.0365 / 0.193 / 0.112
global route: 0.0415 / 0.195 / 0.120
finish: 0.0365 / 0.193 / 0.107
[worst reg2reg max path, stage by stage (launching register included)]
cell     delay [ns]
dfrtp_1        0.45
inv_1          0.12
ha_1           0.28
nor3b_1        0.60
nand4_1        0.33
nor2_1         0.25
xor2_1         0.33
o31ai_1        0.15
[how the worst max path moves through the flow]
| stage | startpoint | end | slack (ns) | cells after the start |
|---|---|---|---|---|
| 4_1_cts | q_reg[0] | db_tick | 1.39 | 8 |
| 5_1_grt | q_reg[1] | db_tick | 1.06 | 8 |
| 6_report | q_reg[1] | db_tick | 1.41 | 8 |
[routing by layer]
layer | part of all wire | vias to the layer above | wire length [µm]
met1 | 0.53 | 615 | 1750
met5 | 0 | - | 0
met2 | 0.42 | 23 | 1410
met3 | 0.040 | 2 | 133
met4 | 0.0069 | 0 | 23
li1 | - | 668 | -
No activity file was given, so power comes from the tool's default toggle rates.
